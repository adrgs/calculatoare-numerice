--- run.sh ---
#!/bin/bash
# OpenROAD 26Q1-2900-gdf79404cd8, Yosys 0.63+post, stock flow scripts
make -C /OpenROAD-flow-scripts/flow DESIGN_CONFIG=/design/flow/config.mk WORK_HOME=/design/flow/orfs finish
--- design.v ---
`timescale 1ns / 1ps
`timescale 1ns / 1ps
module FibGen(clk, rst, enb, out);
   input clk, rst, enb;
   output [16:0] out;
   reg [16:0] out;
   parameter S0 = 3'b000;
   parameter S1 = 3'b001;
   parameter S2 = 3'b010;
   parameter S3 = 3'b011;
   parameter S4 = 3'b100;
   parameter Zero_16 = 16'b0000000000000000;
   parameter One_16 = 16'b0000000000000001;
   reg [16:0] reg_0 = Zero_16;
   reg [16:0] reg_1 = One_16;
   reg [16:0] fib = Zero_16;
   reg [2:0] State;
   always @ (posedge rst or posedge clk)
   begin
      if( rst == 1 )
      begin
         reg_0 = Zero_16;
         reg_1 = One_16;
         fib = Zero_16;
         State <= S0;
         out <= Zero_16;
      end
      else 
		begin
         case( State )
            S0:
				begin
               if( enb == 1 )
                  State <= S1;
               else
                  State <= S0;
               out <= reg_0;
               fib <= reg_0;
            end
            S1: 
				begin
               if( enb == 1 )
                  State <= S2;
               else
                  State <= S1;
               out <= reg_1;
               fib <= reg_1;
            end
            S2: 
				begin
               if( enb == 1 )
                  State <= S2;
               else
                  State <= S3;
               out <= reg_0 + reg_1;
               fib <= reg_0 + reg_1;
               reg_0 <= reg_1;
               reg_1 <= reg_0 + reg_1;
            end
            S3: 
				begin
               if( enb == 1 )
                  State <= S2;
               else 
                  State <= S3;
               out <= fib;
            end
			endcase
      end
   end
endmodule
module Testbench;
   reg clk_t, rst_t, enb_t;
   wire [16:0] out_t;
   FibGen FibGen_1(clk_t, rst_t, enb_t, out_t);
   always
   begin
      clk_t <= 0;
      #25;
      clk_t <= 1;
      #25;
   end
   initial
   begin
      rst_t <= 1; enb_t <= 0;
      #100;
      rst_t <= 0; enb_t <= 0;
      #100 $display("out_t = %b", out_t);
      enb_t <= 1;
      #500 $display("out_t = %b", out_t);
      enb_t <= 0;
      #100 $display("out_t = %b", out_t);
      rst_t <= 1; enb_t <= 1;
      #100 $display("out_t = %b", out_t);
   end
endmodule
--- constraint.sdc ---
current_design FibGen

set clk_period 6.7
set clk_io_pct 0.2

create_clock -name clk0 -period $clk_period [get_ports {clk}]

set non_clock_inputs [all_inputs -no_clocks]
set_input_delay [expr $clk_period * $clk_io_pct] -clock clk0 $non_clock_inputs
set_output_delay [expr $clk_period * $clk_io_pct] -clock clk0 [all_outputs]
--- config.mk ---
export PLATFORM = sky130hd
export DESIGN_NAME = FibGen
export DESIGN_NICKNAME = FibGen
export VERILOG_FILES = /design/flow/design.v
export SDC_FILE = /design/flow/constraint.sdc
export NUM_CORES = 4
export LEC_CHECK = 1
export CORE_UTILIZATION = 40
==> ci_impl_report.md <==
## Synthesis and layout report

| Metric | Value |
|---|---|
| Status | complete, no violations |
| Drt total wl | 8020 um |
| Synth Flop Type | dfrtp_1 |
| Clock latency (worst-skew pair) | 0.35 ns |
| CTS clk-pin slew, worst paths | 0.08 ns |
| XOR Share, Synth | 3.72% |
| Crit Path Category | flop to flop |
| Boundary Pins | 20 |
| Worst Setup End Kind | flop |
| Share of Yosys cell area claimed by the top area cell type | 46.5% |
| Leak Pwr | 0.00190 uW |
| Clk pwr share | 30.3% |
| First-pass GRT wire length | 13,700 um |
| DR iter-0 viols | 129 |
| Row count | 35 |
| Buffers on Ports | 19 |
| Gate Area | 1840 um2 |
| Logic pwr share | 20.7% |
| Sw power | 311 uW |
| GR Layer Usage met2 | 27.2% |
| EDFF count, synth | 0 |
| Worst Path Max Fanout | 4 |
| Slowest CP cell | fa_1 |
| CP required | 6.89 ns |
| First drt pass iteration count | 4 |
| Die area | 9810 um2 |
| Post-route clock period utilization | 40.5% |
| Top cells, area | dfrtp_1 (46%), mux2_2 (8.4%), ha_1 (5.3%) |
| Synth unique cells | 42 |
| Drt drc | 0 |
| Yosys stat cell total | 369 |
| Log Warnings | 25 |
| Cts repair resizes | 0 |
| DR vias/cell | 5.51 |
| RD Place Congestion | 0.833 |
| DR vias | 2,770 |
| Asr flop ratio synth | 100% |
| WL/cell | 15.9 um |
| Main logic family after synthesis | AND-OR/OR-AND gates |
| P_int | 856 uW |
| Ys Warns | 1 |
| Register Area | 1810 um2 |
| Unrepaired setup endpoints after global routing | no |
| Worst-margin pin slew | 0.837 ns |
| Clk root buf | clkbuf_8 |
| Slew Viols, Final | 0 |
| Pin count of the biggest net entering global routing | 57 |
| Detailed placement HPWL | 5090 um |
| WP buf/inv | 0 |
| Cts bufs inserted | 9 |
| Ant diodes | 0 |
| Hold_buf cts | 0 |
| Met3 Use GR | 2.02% |
| Design Power | 1170 uW |
| Clk_skew | 0.00953 ns |
| Final hold violation count | 0 |
| Max Buffers Root-to-Sink | 2 |
| Setup TNS | 0 ns |
| Max Cap Viol | 0 |
| Peak supply drop | 134 uV |
| Core Region | 9200 um2 |
| Area grow syn2layout | 13.6% |
| Crit path cell chain | ha_1, fa_1, a211oi_1, nor3_1, o21ai_0, o2111ai_1, xnor2_1, nand2_1, o311ai_0 |
| Die height | 99.1 um |
| Hold path endpoint | out[11]$_DFFE_PP0P_ |
| Setup bufs post-CTS | 0 |
| Initial antenna violation count | 0 |
| Worst R2R Path Depth | 9 |
| CTS tree | built |
| Finish-stage setup viols | 0 |
| DIE WIDTH | 99.1 um |
| Hold_sp | fib[11]$_DFFE_PP0P_ |
| Synth area leader | dfrtp_1 |
| Synthesis area per yosys | 3770 um2 |
| Worst Hold Class | flop to flop |
| H-tree depth | 3 |
| Setup slack, reg-to-reg | 3.99 ns |
| Seq pwr share | 49.0% |
| Mapped Avg Cell Area | 10.2 um2 |
| Fraction of layout cells with a size suffix above 1 | 15.1% |
| CP Launch Type | flop |
| ANT nets after route | 0 |
| Seq share, synth | 47.9% |
| Kind of cell adding the most delay to the critical path | AND-OR/OR-AND gates |
| Grt peak-use layer | met1 |
| Power Density | 273 nW/um2 |
| Number of global-route vias before repair | 2,737 |
| GRT Overall Usage | 18.1% |
| Yosys aoi share | 18.3% |
| Fillers | 851 |
| Clock Sinks | 72 |
| WHS Path Cells | 2 |
| Reg-to-Reg Start | reg_0[0]$_DFFE_PP0P_ |
| Max Freq | 369 MHz |
| Fp_density | 41.0% |
| GRT overflow | 0 |
| Arr. time, crit path | 2.90 ns |
| Adder Area Share | 5.85% |
| Critical Path Max Stage Delay | 0.44 ns |
| Worst slew margin | 44.2% |
| Syn Std Cell Area | 3770 um2 |
| MUX area fraction | 12.4% |
| Synthesized registers | 72 |
| Minimum clock period | 2.71 ns |
| Grt met1 use | 30.2% |
| Simple-gate area share of the yosys netlist | 8.57% |
| Synth Instances | 369 |
| Critical R2R Capture | fib[16]$_DFFE_PP0P_ |
| Sw Ratio | 26.6% |
[registers in the layout, indices dropped and copies added (netlist names), named ones only]
| signal | flops |
|---|---|
| reg_1 | 17 |
| out | 17 |
| fib | 17 |
| reg_0 | 17 |
| State | 3 |
[worst max-delay path by stage]
| stage | slack (ns) | start | depth (start not counted) | endpoint |
|---|---|---|---|---|
| 4_1_cts | 3.96 | reg_0[0]$_DFFE_PP0P_ | 9 | fib[16]$_DFFE_PP0P_ |
| 5_1_grt | 3.73 | reg_0[0]$_DFFE_PP0P_ | 9 | fib[16]$_DFFE_PP0P_ |
| 6_report | 3.99 | reg_0[0]$_DFFE_PP0P_ | 9 | fib[16]$_DFFE_PP0P_ |
[cell families (layout without fill, tap and decap cells)]
family | count (synthesis) | in the layout
simple gates | 80 | 80
xor+xnor | 16 | 16
fa+ha+maj | 17 | 17
buf+inv | 33 | 56
compound gates | 108 | 108
mux | 43 | 43
flops | 72 | 72
[final cells by class]
type                            count  area share (%)
Sequential cell                    72            42.2
Timing Repair Buffer               25            5.50
Clock inverter                      6            1.61
Clock buffer                       10            3.22
Multi-Input combinational cell    264            42.9
Tap cell                          111            3.25
Inverter                           15            1.32
[per-layer routing]
layer | part of all wire (%) | wire length, um
met3 | 4.4 | 356
met2 | 44 | 3550
met4 | 1.6 | 128
met5 | 0 | 0
met1 | 50 | 3990
[stage by stage]
| stage | hold WS, ns | cells | worst slack (ns) | util, % | area, um2 |
|---|---|---|---|---|---|
| detailed placement | 0.489 | 487 | 3.78 | 44.3 | 4070 |
| global placement | 0.487 | 487 | 3.79 | 44.3 | 4070 |
| floorplan | 0.462 | 369 | 3.54 | - | 3770 |
| finish | 0.505 | 503 | 3.99 | 46.5 | 4280 |
| global route | 0.531 | 503 | 3.73 | 46.5 | 4280 |
| CTS | 0.508 | 503 | 3.96 | 46.5 | 4280 |
[worst register-to-register path, cell delays in order (launching register included)]
cell and delay [ns]:
dfrtp_1 0.41, ha_1 0.24, fa_1 0.44, a211oi_1 0.34
nor3_1 0.11, o21ai_0 0.36, o2111ai_1 0.25, xnor2_1 0.19
nand2_1 0.09, o311ai_0 0.13
[cell usage after synthesis (all sizes together) (2+ instances only)]
library cell	count
ha	16
a21oi	26
dfstp	2
nand4	2
clkbuf	14
dfrtp	70
mux2i	15
xor2	7
nand2	47
a21o	3
o21ai	32
nand2b	2
a21boi	2
a31oi	8
o2111ai	8
o211ai	10
buf	4
o21a	2
nand3	2
xnor2	9
inv	15
nor3	2
mux2	28
nor2	22
a22oi	8
[cell usage in the layout, fill, tap and decap left out, types with 2 or more instances in the layout]
| cell type | Yosys | layout |
|---|---|---|
| ha_1 | 16 | 16 |
| mux2i_1 | 15 | 15 |
| a31oi_1 | 8 | 8 |
| a22oi_1 | 8 | 8 |
| nor2_1 | 22 | 22 |
| clkbuf_8 | 0 | 10 |
| nor3_1 | 2 | 2 |
| buf_4 | 0 | 6 |
| a21o_1 | 3 | 3 |
| dfrtp_1 | 70 | 69 |
| o211ai_1 | 10 | 10 |
| nand2b_1 | 2 | 2 |
| nand3_1 | 2 | 2 |
| o2111ai_1 | 8 | 8 |
| mux2_2 | 28 | 28 |
| dfstp_2 | 2 | 2 |
| inv_1 | 15 | 14 |
| clkdlybuf4s50_1 | 0 | 19 |
| o21ai_0 | 31 | 31 |
| a21oi_1 | 25 | 25 |
| clkinv_4 | 0 | 3 |
| xnor2_1 | 9 | 9 |
| nand4_1 | 2 | 2 |
| o21a_1 | 2 | 2 |
| xor2_1 | 7 | 7 |
| nand2_1 | 47 | 47 |
[power by group through the flow]
| stage | clock network, uW | registers (uW) | logic (uW) |
|---|---|---|---|
| finish | 353 | 573 | 242 |
| global route | 387 | 585 | 272 |
| CTS | 363 | 574 | 245 |
Power figures rest on the tool's default switching activity, not on a simulated workload.
